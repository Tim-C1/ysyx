--- flow/run.sh ---
#!/bin/bash
# OpenROAD 26Q1-2900-gdf79404cd8, Yosys 0.63+post, stock flow scripts
make -C /OpenROAD-flow-scripts/flow DESIGN_CONFIG=/design/flow/config.mk WORK_HOME=/design/flow/orfs finish
--- flow/config.mk ---
export PLATFORM = sky130hd
export DESIGN_NAME = csr
export DESIGN_NICKNAME = csr
export VERILOG_FILES = /design/flow/design.v
export SDC_FILE = /design/flow/constraint.sdc
export NUM_CORES = 4
export LEC_CHECK = 1
export CORE_AREA = 10 10 281 281
export DIE_AREA = 0 0 291 291
--- flow/constraint.sdc ---
current_design csr

set clk_period 17.4
set clk_io_pct 0.2

create_clock -name clk0 -period $clk_period [get_ports {clk}]

set non_clock_inputs [all_inputs -no_clocks]
set_input_delay [expr $clk_period * $clk_io_pct] -clock clk0 $non_clock_inputs
set_output_delay [expr $clk_period * $clk_io_pct] -clock clk0 [all_outputs]
--- flow/design.v ---
module csr (
    input clk,
    input [63:0] mepc_data,
    input [63:0] mstatus_data,
    input [63:0] mcause_data,
    input [63:0] mtvec_data,
    input mepc_wen,
    input mstatus_wen,
    input mcause_wen,
    input mtvec_wen,
    input [63:0] csr_num,
    output [63:0] mepc_val,
    output [63:0] mstatus_val,
    output [63:0] mcause_val,
    output [63:0] mtvec_val,
    output [63:0] csr_rst
);
    reg [63:0] mepc;
    reg [63:0] mstatus = 64'ha00018000;
    reg [63:0] mcause;
    reg [63:0] mtvec;
    always@(posedge clk) begin
        if (mepc_wen) mepc <= mepc_data;
        if (mstatus_wen) mstatus <= mstatus_data;
        if (mcause_wen) mcause <= mcause_data;
        if (mtvec_wen) mtvec <= mtvec_data;
    end
    assign mepc_val = mepc;
    assign mstatus_val = mstatus;
    assign mcause_val = mcause;
    assign mtvec_val = mtvec;
    assign csr_rst = csr_num == 64'h300 ? mstatus :
                     csr_num == 64'h305 ? mtvec : 
                     csr_num == 64'h341 ? mepc : 
                     csr_num == 64'h342 ? mcause : 64'h0; 
 endmodule
==> changes_impl.md <==
## Flow update

* Leak at 6.56 nW
* TritonCTS clock tree: yes
* Clock sink total at 256
* Critical Path, Cell by Cell: clkdlybuf4s50_1 > or4_4 > buf_4 > nor2_1 > or4_4 > buf_4 > o32ai_1 > clkdlybuf4s50_1
* Syn Area/Cell at 13.5 um^2
* Critical path endpoint category: output pin
* Global-route wire length before repair at 85.0 mm
* Cell variety after synth at 19
* Die X-Extent at 291 um
* Max Cap Violations at 0
* # rows at 99
* Crit path arrival time at 7.65 ns
* Number of cells in Yosys stat at 810
* Worst-path clk slew at 0.06 ns
* Tool warning count at 25
* Fmax at 0.0899 GHz
* DRC at 0
* Fin crit period at 11.13 ns
* Post-Synthesis Cells at 810
* Pin count of the biggest net entering global routing at 54
* Hold Violations, Final at 0
* Final WL at 61.9 mm
* Via count at 10,000
* Delay-heaviest family, CP: buffers and inverters
* WS Path Type: primary input to output pin
* Worst hold slack at 3.41 ns
* Top cells, area: edfxtp_1 70%, o32ai_1 5.1%, a211oi_1 4.4%, inv_1 4.4%, nand3b_1 4.4%
* Final Cycle Share at 64.0%
* Root buffer selected by CTS: clkbuf_16
* Final antenna-violating net count at 0
* Initial DRC count at 619
* Setup TNS at 0 ns
* Total global-route track usage at 14.3%
* Setup violators final at 0
* Tightest Hold Check Type: primary input to register
* Placer Congestion at 0.906
* Area share, top type at 70.2%
* Port bufs at 644
* Hold_sp: mcause_wen
* Worst-Margin Slew at 0.702 ns
* Most frequent cells in the layout: 638 x clkdlybuf4s50_1, 256 x edfxtp_1, 128 x inv_1
* Total power at 1.72 mW
* Most numerous logic cell after layout: clkdlybuf4s50_1
* Design area at 19,500 um^2
* Num CTS Buffers at 34
* GRT overflow at 0
* Post-CTS setup repair buffer count at 0
* Run status: finished, final reports clean
* Yosys stat area at 10,900 um^2
* Pwr dens at 87.9 nW/um^2
* H-Tree Level Count at 2
* Core Util at FP at 15.0%
* CP bufs+invs at 4
* Synth flops at 256
* CP Data Required Time at 13.92 ns
* Die area at 84,700 um^2
* Final-report max-slew violation count at 0
* Vias per std cell at 4.15
* CP max FO at 53
* CTS resizes at 0
* CP max-delay cell: or4_4
* Initial antenna violation count at 12
* Max clock buf depth at 3
* Hpwl dp at 47.6 mm
* Seq/Total Area, Yosys at 70.2%
* Layout cell share with drive strength beyond 1 at 5.44%
* Pre-Repair DR Iteration Count at 5
* Critical Path Source Type: primary input
* Largest stage delay, worst path at 0.79 ns
* Die Y at 291 um
* Core area at 72,800 um^2
* Dominant cell type by area after synthesis: edfxtp_1
* VDD IR max at 88.6 uV
* Synthesis-to-layout area growth at 78.6%
* Vias in the first global route at 10,800
* Cell Area, Synth at 10,900 um^2
* YS warnings at 1
* Slew margin rel. at 53.2%
* Hold Buf Count CTS at 0
* Drt wl/cell at 25.6 um
* Top Ports at 645
* Worst Setup SP: csr_num[4]
* Unrepaired setup endpoints after global routing: false
* Post-DP Area at 18,400 um^2
[report_power, final]
part / internal (mW) / total, mW / switching (mW)
registers: 0.736 / 0.773 / 0.0372
logic: 0.147 / 0.220 / 0.0725
clock network: 0.444 / 0.725 / 0.281
[cell usage after synthesis]
master and count:
o22ai_1 64, nor2_1 1, buf_1 7, nand2b_1 2, nor3_1 64, or3_1 1
nand3b_1 64, buf_6 7, o32ai_1 64, nor4_1 11, inv_1 128, clkbuf_1 64
nand4_1 3, nor4bb_1 1, or2_2 1, or4_1 7, edfxtp_1 256, nand4bb_1 1
a211oi_1 64
[metal layers]
| metal | wire length, um | share of wire (%) | global-route usage (%) |
|---|---|---|---|
| met1 | 23200 | 37 | 17.0 |
| met2 | 28900 | 47 | 22.7 |
| met3 | 7910 | 13 | 7.42 |
| met4 | 1730 | 2.8 | 3.56 |
| met5 | 82 | 0.13 | 0 |
[flip-flops by register name, indices dropped and copies added, names as in the netlist]
signal   cells
mtvec       64
mepc        64
mcause      64
mstatus     64
[per-stage QoR]
stage	utilization [%]	std cells	worst slack, ns
after CTS	26.8	2412	6.29
final	26.8	2415	6.27
after global routing	26.8	2414	6.12
after detailed placement	25.3	2352	6.31
after global placement	25.3	2352	6.27
after floorplan	-	810	8.54
[cell type report]
type | instances | area (um^2)
fill | 7406 | 53300
sequential | 256 | 7690
timing repair buffer | 661 | 6560
multi-input combinational | 348 | 2480
tap | 959 | 1200
clock buffer | 42 | 902
inverter | 128 | 480
clock inverter | 18 | 229
antenna | 3 | 7.51
[cell families (layout without fill, tap and decap cells)]
kind of cell,after synthesis,after routing,synth area share [%]
buffers and inverters,206,849,7.54
AND-OR/OR-AND,192,192,13.2
other,0,3,0
flip-flops,256,256,70.2
AND/OR/NAND/NOR,156,156,9.05
[worst paths after layout]
path           to  cells after the start  slack, ns
max   csr_rst[63]                      8       6.27
min    mcause[25]                      1       3.41
No activity file was given, so power comes from the tool's default toggle rates.
