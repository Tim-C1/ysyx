`flow/config.mk`:
```
export PLATFORM = sky130hd
export DESIGN_NAME = mul
export DESIGN_NICKNAME = mul
export VERILOG_FILES = /design/flow/design.v
export SDC_FILE = /design/flow/constraint.sdc
export NUM_CORES = 4
export LEC_CHECK = 1
export CORE_UTILIZATION = 30
```
`flow/constraint.sdc`:
```
current_design mul

set clk_period 43.9
set clk_io_pct 0.2

create_clock -name clk0 -period $clk_period

set non_clock_inputs [all_inputs -no_clocks]
set_input_delay [expr $clk_period * $clk_io_pct] -clock clk0 $non_clock_inputs
set_output_delay [expr $clk_period * $clk_io_pct] -clock clk0 [all_outputs]
```
`flow/design.v`:
```
module mul (
    input [63:0] op1,
    input [63:0] op2,
    input [1:0] mul_type,
    output reg [63:0] rst
);
    always @(*) begin
        case(mul_type)
            2'b00: rst = op1 * op2;
            2'b01: rst = ($signed(op1) * $signed(op2)) >> 64;
            2'b10: rst = ($signed(op1) * op2) >> 64;
            2'b11: rst = (op1 * op2) >> 64;
        endcase
    end
endmodule
```
`flow/run.sh`:
```
#!/bin/bash
# OpenROAD 26Q1-2900-gdf79404cd8, Yosys 0.63+post, stock flow scripts
make -C /OpenROAD-flow-scripts/flow DESIGN_CONFIG=/design/flow/config.mk WORK_HOME=/design/flow/orfs finish
```
==> out/metrics.yaml <==
worst_hold_path:
  hold_class: "primary input to output pin"
  hp-start: "op1[0]"
final_timing:
  worst_pin_slew_ps: 1210
  finalMaxSlewViolations: 0
  post-route-period-util: 0.632
  tns_ps: 0
  setup_viol: 0
  min_period_ps: 27730
  max_freq_mhz: 36.1
  rsz0062_at_grt: "no"
  slew_headroom: 0.187
  hold_viol_final: 0
detailed_routing:
  wl_per_cell_um: 20.4
  drt_iter0_drc: 2018
  antenna_left: 0
  dr_total_vias: 45983
  drtPass1Iterations: 7
  route.detailed.drc: 0
  finalWirelength_um: 202000
  via_per_inst: 4.65
place:
  dp_hpwl_um: 165000
  io_buffers: 194
  dp.cells: 9886
  gp_congestion: 0.928
global_routing:
  grtUsageTotal: 0.209
  grt_max_degree: 62
  grt_pass1_vias: 51333
  grt_pass1_wl_um: 314000
  grt_antenna_before_repair: 10
  grt_overflow_total: 0
cells_and_area:
  stdcell_count: 9888
  clkbuf_count: 0
  area_growth_pct: 7.14
  seq_area_um2: 0
  drive_gt1_frac: 0.0271
  seq_cells: 0
  final_cell_mix: "inv_1, fa_1, nand2_1, and2_1, ha_1"
  lay_top_count: "inv_1"
synth:
  ys_seq_frac: 0
  yosys_area_mm2: 0.0635
  synth_area_mm2: 0.0635
  yosys_warnings: 1
  topCombFamilyByArea: "adder cells"
  xor_area_frac: 0.0233
  netlist_instances: 7198
  synth.distinct_cells: 61
  synth.cellmix.compoundShare: 0.0240
  ys_cells: 7198
  postSynthAreaPerCell_um2: 8.83
  synth.area.mux_share: 0
  ys_sh_simple: 0.175
  fa_ha_area_frac: 0.638
power:
  power_w: 0.0439
  cellLeakagePower_nw: 34.6
  power.density_mw_per_mm2: 645
  peakVddDrop_uv: 2080
  switching_share: 0.618
  switching_power_w: 0.0271
  internal_power_w: 0.0168
setup_path:
  cp-start-kind: "primary input"
  crit_type: "primary input to output pin"
  endpoint_kind: "output pin"
  cp-startpoint: "op2[1]"
  arrival_ps: 18950
  crit_fanout: 32
  required_ps: 35120
flow_run:
  max_cap_viol_count: 0
  warnings: 32
die:
  rows: 168
  die_h_um: 462
  die_x_um: 462
  core_mm2: 0.210
  die_area_mm2: 0.214
  ios: 194
  floorplan.core_util: 0.303
clock_tree:
  ctsHoldBuffers: 0
  cts_resized: 0
  postCtsSetupBuffers: 0
status:
  status: "complete, no violations"
[per-layer routing]
layer | track usage | vias to the layer above | routed length [um]
met4 | 0.0717 | 14 | 9080
met2 | 0.320 | 2226 | 94600
met1 | 0.263 | 23689 | 75100
met3 | 0.0987 | 332 | 23100
li1 | - | 19722 | -
met5 | 0.00679 | - | 93
[final cells by class]
class,count,area [um^2]
fillers,21538,142000
repair buffers,322,2660
well taps,2805,3510
inverters,1927,7230
diodes,2,5.00
multi-input cells,4832,54700
[power groups by stage]
stage | Combinational, W | Sequential [W] | Clock, W
global route | 0.0480 | 0 | 0
CTS | 0.0440 | 0 | 0
[cell usage after synthesis (6+ instances only)]
cell type / count / share of area
a21o_1: 50 / 0.0059
nand4_1: 7 / 0.00069
nor2b_1: 7 / 0.00069
a31oi_1: 6 / 0.00059
nor2_1: 81 / 0.0048
nor3_1: 21 / 0.0017
and2_1: 916 / 0.090
nand2_1: 1215 / 0.072
clkbuf_1: 437 / 0.026
xor2_1: 44 / 0.0061
inv_1: 1927 / 0.11
a211oi_1: 7 / 0.00083
o21a_1: 7 / 0.00083
o21bai_1: 13 / 0.0015
fa_1: 1831 / 0.58
o21ai_0: 26 / 0.0020
a21oi_1: 73 / 0.0058
ha_1: 311 / 0.061
and3_1: 12 / 0.0012
xnor2_1: 125 / 0.017
nand3_1: 12 / 0.00095
[per-stage QoR]
step	utilization	hold slack [ps]	setup WS, ps	area, um^2
after global placement	0.324	18640	15860	68100
after CTS	0.324	18640	16260	68100
after global routing	0.324	18670	15580	68100
after detailed placement	0.324	18630	16280	68100
final	0.324	18610	16170	68100
after floorplan	-	17720	18570	63500
[critical path: stages]
cell and delay, ps:
buf_2 600, buf_4 510, nand2_1 150, fa_1 550
inv_1 50, fa_1 510, fa_1 580, fa_1 440
fa_1 510, inv_1 40, fa_1 470, inv_1 50
fa_1 480, fa_1 530, fa_1 520, inv_1 80
fa_1 480, inv_1 40, ha_1 370, and3_1 320
nand2_1 140, nor3_1 430, o2111ai_1 390, a21oi_1 580
o21ai_1 240, a21o_1 200, a21oi_1 290, clkdlybuf4s50_1 540
[kinds of logic (layout without fill, tap and decap cells)]
family          count (synthesis)  in the layout
other cells                     0              2
compound gates                225            225
simple gates                 2296           2296
xor+xnor                      169            169
buf+inv                      2366           2249
fa+ha+maj                    2142           2142
[path summary, 6_finish.rpt]
| path | endpoint | slack (ps) | cells past startpoint |
|---|---|---|---|
| max | rst[59] | 16170 | 28 |
| min | rst[0] | 18610 | 4 |
Power is estimated from default activity; no workload was simulated.
