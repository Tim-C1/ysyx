<file path="/design/flow/run.sh">
#!/bin/bash
# OpenROAD 26Q1-2900-gdf79404cd8, Yosys 0.63+post, stock flow scripts
make -C /OpenROAD-flow-scripts/flow DESIGN_CONFIG=/design/flow/config.mk WORK_HOME=/design/flow/orfs finish
</file>
<file path="/design/flow/config.mk">
export PLATFORM = sky130hd
export DESIGN_NAME = alu
export DESIGN_NICKNAME = alu
export VERILOG_FILES = /design/flow/design.v
export SDC_FILE = /design/flow/constraint.sdc
export NUM_CORES = 4
export LEC_CHECK = 1
export CORE_UTILIZATION = 30
</file>
<file path="/design/flow/constraint.sdc">
current_design alu

set clk_period 26.9
set clk_io_pct 0.2

create_clock -name clk0 -period $clk_period

set non_clock_inputs [all_inputs -no_clocks]
set_input_delay [expr $clk_period * $clk_io_pct] -clock clk0 $non_clock_inputs
set_output_delay [expr $clk_period * $clk_io_pct] -clock clk0 [all_outputs]
</file>
<file path="/design/flow/design.v">
module alu (
    input [63:0] op1,
    input [63:0] op2,
    input [3:0] op_type,
    output reg [63:0] rst,
    output reg eq,
    output reg lt,
    output reg lt_s
);
    wire [31:0] op1_low = op1[31:0];
    always @(*) begin
        eq = op1 == op2;
        lt = op1 < op2;
        lt_s = $signed(op1) < $signed(op2);
        case (op_type)
            4'b0000: begin rst = op1 + op2; end
            4'b1000: begin rst = op1 - op2; end
            4'b0001: begin rst = op1 << op2[5:0]; end
            4'b0010: begin rst = ($signed(op1) < $signed(op2)) ? 1: 0; end
            4'b0011: begin rst = (op1 < op2) ? 1: 0; end
            4'b0100: begin rst = op1 ^ op2; end
            4'b0101: begin rst = op1 >> op2[5:0]; end
            4'b1101: begin rst = $signed(op1) >>> op2[5:0]; end
            4'b0110: begin rst = op1 | op2; end
            4'b0111: begin rst = op1 & op2; end
            4'b1001: begin rst = op1_low >> op2[4:0]; end
            4'b1010: begin rst = $signed(op1_low) >>> op2[4:0]; rst[63:32] = {{32{op1_low[31]}}}; end
            default: rst = 64'hffffffffffffffff;
        endcase
    end
endmodule
</file>
==> reports/metrics.yaml <==
clockBufferCount: 0
wl_per_cell_um: 35.9
post_drt_via_cell_ratio: 6.72
worstSetupEndpointType: "output pin"
fp_util_pct: 30.5
dpl_worst_slack_ns: 10.58
yosysUniqueCellTypes: 93
gp_congestion: 1.13
grt_remaining_overflow: 0
min_period_ns: 16.62
required_ns: 21.52
final_design_area_no_fill_sq_um: 24600
drt-initial-drc-count: 4313
die_w_um: 270
wl_um: 160000
post_cts_buffers: 0
internal_power_uw: 213
placed_cell_area_sq_um: 24500
drv_cap: 0
worstSetupPathType: "in2out"
num_rows: 97
ys_warn_count: 1
startpoint_type: "input pin"
timing.fmax_mhz: 60.2
cts_hold_buf: 0
status: "completed"
yosys_area_sq_um: 21500
syn_to_final_growth_pct: 14.1
register_area_sq_um: 0
final-max-slew-violation-count: 0
grt_max_degree: 101
finalCritPeriodShare_pct: 61.8
cts_resized: 0
ios: 199
worst_pin_slew_ns: 1.36
drive_above_1_share_pct: 7.95
min-delay-path-class: "in2out"
track_usage_pct: 43.0
core_sq_um: 70500
final_antenna_net_count: 0
slew_headroom_pct: 8.06
p_leak_uw: 0.0101
setup_ws_ns: 10.28
hold_violations: 0
vias: 29944
setup_viol: 0
ys_cells: 3461
yosys.stat.seqShare_pct: 0
fin_setup_tns_ns: 0
grt_pass1_vias: 27706
switching_share_pct: 67.5
chipArea_sq_um: 72800
syn_area_sq_um: 21500
fillers: 7824
drc_errors: 0
grt_pass1_wl_um: 220000
grt_setup_unrepaired: "false"
cp_data_arrival_time_ns: 11.24
tool_warnings: 169
die_h_um: 270
antenna_found_initial: 10
dr.pass1.iters: 6
dp_hpwl_um: 129000
power-per-cell-area_nw_per_um2: 26.6
critPathMaxFanout: 22
ir_drop_v: 0.00000989
syn_avg_cell_area_sq_um: 6.22
ff_count: 0
p_sw_uw: 441
synth_cells: 3461
portBuffers: 199
## critical path, cell delays in order
cell,delay (ns)
clkdlybuf4s50_1,0.45
buf_4,0.31
clkinv_1,0.43
ha_1,0.55
nor4_1,0.85
nand2_1,0.17
a21oi_2,0.22
o21ai_0,0.23
a2111oi_1,0.44
buf_4,0.21
nor2_1,0.11
o211a_1,0.36
o21ai_0,0.30
a21oi_1,0.15
o2111ai_1,0.22
o211ai_1,0.30
clkdlybuf4s50_1,0.50
## per-stage QoR
stage	utilization [%]	std cells	power, uW	hold WS, ns
2_1_floorplan	-	3461	337	10.97
3_3_place_gp	34.8	4451	628	11.96
3_5_place_dp	34.8	4451	619	11.96
4_1_cts	34.8	4451	622	11.98
5_1_grt	34.8	4451	675	12.02
6_report	34.8	4454	653	12.00
## synthesized netlist by cell type, types with 15 or more instances
| library cell | count | area (sq um) |
|---|---|---|
| nand2_1 | 314 | 1180 |
| buf_1 | 46 | 173 |
| o22ai_1 | 33 | 206 |
| xnor2_1 | 37 | 324 |
| a21oi_1 | 389 | 1950 |
| nor2b_1 | 21 | 131 |
| nor3_1 | 75 | 375 |
| nand4_1 | 30 | 188 |
| o221ai_1 | 38 | 333 |
| o21ai_0 | 349 | 1750 |
| a211oi_1 | 58 | 435 |
| nand3_1 | 56 | 280 |
| and3_1 | 16 | 100 |
| ha_1 | 198 | 2480 |
| mux2_2 | 44 | 495 |
| nor4_1 | 34 | 213 |
| a22oi_1 | 46 | 345 |
| mux4_2 | 31 | 698 |
| inv_1 | 229 | 860 |
| o21bai_1 | 27 | 203 |
| a211o_1 | 20 | 175 |
| mux2i_1 | 191 | 1910 |
| o2111ai_1 | 16 | 140 |
| or3_1 | 15 | 93.8 |
| a31oi_1 | 39 | 244 |
| clkbuf_1 | 166 | 623 |
| o31ai_1 | 40 | 300 |
| and2_1 | 17 | 106 |
| nor2_1 | 422 | 1580 |
| a21o_1 | 38 | 285 |
| nand2b_1 | 18 | 113 |
| a221oi_1 | 48 | 420 |
| o211ai_1 | 58 | 435 |
| o21a_1 | 31 | 233 |
| buf_2 | 63 | 315 |
## worst paths after layout
path / slack [ns] / cells past startpoint / start / end
worst max-delay path: 10.28 / 17 / op2[5] / rst[0]
worst min-delay path: 12.00 / 5 / op2[4] / rst[16]
## power groups by stage
stage    sequential, uW  combinational (uW)  clock, uW
5_1_grt               0                 675          0
4_1_cts               0                 622          0
## final cells by class
type	count	area, sq um	area share, %
Tap cell	940	1180	4.79
Antenna cell	3	7.51	0.0306
Timing Repair Buffer	337	3020	12.3
Multi-Input combinational cell	2938	19500	79.2
Inverter	236	892	3.63
## cells by family (layout without fill, tap and decap cells)
family,Yosys count,in the layout,share of synthesized area [%]
buf+inv,523,573,9.78
fa+ha+maj,200,200,11.7
xor+xnor,40,40,1.63
other cells,0,3,0
simple gates,1052,1052,21.5
mux,267,267,14.5
compound gates,1379,1379,40.9
## per-layer routing
layer | global-route usage [%] | share of wire, %
met5 | 0 | 0.049
met3 | 17.9 | 14
met1 | 59.4 | 41
met2 | 59.2 | 40
met4 | 16.0 | 4.7
## layout by cell type (no fill, tap or decap), types with 74 or more instances in the layout
master and instances:
ha_1 198, buf_4 140, clkdlybuf4s50_1 191, mux2i_1 191
inv_1 226, nor3_1 74, nor2_1 418, a21oi_1 386
nand2_1 314, o21ai_0 349
No activity file was given, so power comes from the tool's default toggle rates.
